[/design/flow/constraint.sdc]
current_design alu

set clk_period 11.6
set clk_io_pct 0.2

create_clock -name clk0 -period $clk_period [get_ports {clk}]

set non_clock_inputs [all_inputs -no_clocks]
set_input_delay [expr $clk_period * $clk_io_pct] -clock clk0 $non_clock_inputs
set_output_delay [expr $clk_period * $clk_io_pct] -clock clk0 [all_outputs]
[/design/flow/design.v]
module register(clk, r_in, buswires, r_out);
	input clk, r_in;
	input [15:0] buswires;
	output [15:0] r_out;
	reg [15:0] r_out;
	always @(posedge clk) begin
		if (r_in) begin
			r_out <= buswires;
		end
	end	
endmodule
module AddSub(raout, buswires, sub, result);
  input [15:0] raout;
  input [15:0] buswires;
  input sub;
  output reg [15:0] result;
  always @(*) begin
    if (sub) begin
      result <= raout - buswires;
    end else begin
      result <= raout + buswires;
    end
  end  
endmodule
module alu (buswires, clk, ain, sub, gin, aluout);
  input clk, ain, sub, gin;
  input [15:0] buswires;
  output reg [15:0] aluout;
  wire [15:0] raout;
  wire [15:0] result;
  register A(.clk(clk), .r_in(ain), .buswires(buswires), .r_out(raout));
  AddSub AddSub1 (.raout(raout), .buswires(buswires), .sub(sub),.result(result));
  register G(.clk(clk), .r_in(gin), .buswires(result), .r_out(aluout));
endmodule
[/design/flow/config.mk]
export PLATFORM = sky130hd
export DESIGN_NAME = alu
export DESIGN_NICKNAME = alu
export VERILOG_FILES = /design/flow/design.v
export SDC_FILE = /design/flow/constraint.sdc
export NUM_CORES = 4
export LEC_CHECK = 1
export CORE_AREA = 10 10 110 110
export DIE_AREA = 0 0 120 120
[/design/flow/run.sh]
#!/bin/bash
# OpenROAD 26Q1-2900-gdf79404cd8, Yosys 0.63+post, stock flow scripts
make -C /OpenROAD-flow-scripts/flow DESIGN_CONFIG=/design/flow/config.mk WORK_HOME=/design/flow/orfs finish
==> results.ini <==
[status]
status=complete, no violations

[finish]
fin_util_pct=25.8
fin_area_sq_mm=0.00252
drive_above_1_share_pct=6.31
syn_to_final_growth_pct=30.0

[timing]
hold_violations=0
fin_skew_ns=0.00273
setup_viol=0
worst_pin_slew_ns=0.672
slew_viol_final=0
final.min_clock_period_ns=5.31
post-route-period-util_pct=45.8
fmax_ghz=0.188
rsz0062_at_grt=false
fin_tns_setup_ns=0
slew_headroom_pct=55.1

[global_route]
overflow=0
grt_max_degree=17
grt_pass1_wl_um=6040
antenna_found_initial=0
grt_pass1_vias=1333
grtUsageTotal_pct=5.06

[route]
post-route-drc-count=0
routed_wl_um=3650
wl_per_cell_um=10.8
vias_per_cell=3.85
dr.pass1.iters=4
drtAntennaViolNets=0
dr.first_iter.drc_count=40
via_count=1305
antenna-diode-count=0

[cts]
cts_sinks=32
cts_buffer_depth=2
cts_root_buf=clkbuf_8
cts_buffers=5
holdBufCountCts=0
clock_latency_ns=0.27
htree_levels=2
post_cts_buffers=0
tritoncts=done
clkSlewWorstSetupHoldPaths_ns=0.06
cts_resized=0

[yosys]
area_leaders=edfxtp_1, ha_1, xnor2_1
syn-cell-area_sq_mm=0.00194
top_area_cell=edfxtp_1
synth-main-ff-cell=edfxtp_1
top_area_share_pct=49.6
ys_cells=167
syn_avg_cell_area_sq_um=11.6
common_cells=edfxtp_1, xnor2_1, ha_1
ys_warn_count=2
ys.flops=32
synthMostInstantiatedCell=edfxtp_1
synthCells=167
edf_count=32
yosys_area_sq_mm=0.00194
synthArstFlopShare_pct=0
ys_types=33
ys_seq_share_pct=49.6

[place]
dpl-instance-area_sq_mm=0.00245
gp_congestion=0.809
dp_hpwl_um=3080
port_buffers=35

[critical_path]
worstSetupStartpointType=primary input
end_kind=register
crit_type=in2reg
cp.required_ns=11.62
worstPathMaxFanout=5
cp_data_arrival_time_ns=5.33

[worst_hold_path]
hold_class=reg2reg

[floorplanning]
chip_area_sq_mm=0.0144
fp-utilization_pct=19.8
dieHeight_um=120
rows=36
pin_count=36
core_area_sq_mm=0.00977
die_w_um=120

[flow_run]
warnings=25
drv_cap=0

[power]
ir_drop_v=0.0000469
power_leakage_uw=0.000931
powerDensity_mw_per_mm2=132

cell families (layout without fill, tap and decap cells):
group | count (synthesis) | in the layout | synth area share (%)
AND-OR/OR-AND | 41 | 41 | 14.3
AND/OR/NAND/NOR | 37 | 37 | 9.43
flip-flops | 32 | 32 | 49.6
XOR/XNOR | 28 | 28 | 12.7
adder cells (fa/ha/maj) | 17 | 17 | 11.4
buffers and inverters | 11 | 50 | 2.13
multiplexers | 1 | 1 | 0.517
worst max-delay path, stage by stage:
cell and delay, ns:
clkdlybuf4s50_1 0.48, or3_1 0.43, nor3_1 0.37, a21oi_1 0.15, xnor2_1 0.16, ha_1 0.36
a21oi_1 0.22, nor2_1 0.06, a211oi_1 0.24, o211ai_1 0.14, a31o_2 0.27, xor2_1 0.13
layout by cell type, fill, tap and decap left out, types with 6 or more instances in the layout:
master           synthesis  layout
ha_1                    16      16
a21o_1                   6       6
edfxtp_1                32      32
inv_1                   10      10
nor2_1                  15      15
xor2_1                   9       9
nand2_1                  6       6
xnor2_1                 19      19
clkdlybuf4s50_1          0      35
a21oi_1                 15      15
state kept, by name, indices dropped and copies added (netlist names):
register and count:
G.r_out 16, A.r_out 16
layer usage:
metal / vias up / part of all wire (%) / track usage (%)
met5: - / 0 / 0
met4: 0 / 1.8 / 0.980
met3: 4 / 7.5 / 1.95
met2: 28 / 48 / 8.60
met1: 582 / 43 / 6.03
li1: 691 / - / -
per-stage QoR:
stage | instances | power (uW) | setup WS (ns) | hold WS (ns)
finish | 339 | 333 | 6.29 | 0.666
global route | 339 | 357 | 6.02 | 0.704
CTS | 339 | 339 | 6.27 | 0.669
detailed placement | 334 | 266 | 5.98 | 0.655
global placement | 334 | 265 | 6.04 | 0.641
floorplan | 167 | 219 | 6.80 | 0.625
power by group:
part / switching, uW / internal, uW / total [uW]
sequential: 4.00 / 151 / 155
combinational: 47.3 / 59.4 / 107
clock: 33.1 / 38.5 / 71.6
total: 84.4 / 249 / 333
path summary, 6_finish.rpt:
| check | slack, ns | depth (start not counted) | end | from |
|---|---|---|---|---|
| max | 6.29 | 12 | G.r_out[15] | buswires[3] |
| min | 0.67 | 1 | G.r_out[1] | A.r_out[1] |
| max reg2reg | 9.05 | 10 | G.r_out[14] | A.r_out[0] |
| min reg2reg | 0.67 | 1 | G.r_out[1] | A.r_out[1] |
layout make-up:
type / instances / area [sq um]
Multi-Input combinational cell: 124 / 935
Timing Repair Buffer: 35 / 350
Inverter: 10 / 37.5
Clock buffer: 5 / 68.8
Tap cell: 133 / 166
Sequential cell: 32 / 961
Fill cell: 1009 / 7260
Power figures rest on the tool's default switching activity, not on a simulated workload.
