`design/flow/design.v`:
```
module multiplexer (din, r0, r1, r2, r3, r4, r5, r6, r7, aluout, r_out, din_en, gout, buswires);
	input [15:0] din, r0, r1, r2, r3, r4, r5, r6, r7, aluout;
	input [2:0] r_out;
	input din_en, gout;
	output [15:0] buswires;
	reg [15:0] buswires;
    always @(*) begin
        if (din_en) begin
            buswires = din;
        end else begin
            if (gout) begin
                buswires = aluout;
            end else begin
                case (r_out)
                    3'b000: buswires = r0;
                    3'b001: buswires = r1;
                    3'b010: buswires = r2;
                    3'b011: buswires = r3;
                    3'b100: buswires = r4;
                    3'b101: buswires = r5;
                    3'b110: buswires = r6;
                    3'b111: buswires = r7;
                    default: buswires = r0;
                endcase
            end
        end
    end
endmodule
```
`design/flow/run.sh`:
```
#!/bin/bash
# OpenROAD 26Q1-2900-gdf79404cd8, Yosys 0.63+post, stock flow scripts
make -C /OpenROAD-flow-scripts/flow DESIGN_CONFIG=/design/flow/config.mk WORK_HOME=/design/flow/orfs finish
```
`design/flow/config.mk`:
```
export PLATFORM = sky130hd
export DESIGN_NAME = multiplexer
export DESIGN_NICKNAME = multiplexer
export VERILOG_FILES = /design/flow/design.v
export SDC_FILE = /design/flow/constraint.sdc
export NUM_CORES = 4
export LEC_CHECK = 1
export CORE_AREA = 10 10 99 99
export DIE_AREA = 0 0 109 109
```
`design/flow/constraint.sdc`:
```
current_design multiplexer

set clk_period 2.9
set clk_io_pct 0.2

create_clock -name clk0 -period $clk_period

set non_clock_inputs [all_inputs -no_clocks]
set_input_delay [expr $clk_period * $clk_io_pct] -clock clk0 $non_clock_inputs
set_output_delay [expr $clk_period * $clk_io_pct] -clock clk0 [all_outputs]
```
==> flow_summary.yaml <==
# generated from flow reports
logic_synthesis:
  yosysChipArea_um2: 1510
  synth_area_um2: 1510
  yosysUniqueCellTypes: 30
  synth_top_area_share: 0.214
  syn_inst: 211
  yosysWarnings: 1
  syn-mean-instance-area_um2: 7.18
  synthTopCellsByArea: "a221oi_1 21%, mux2_2 13%, a21oi_1 9.3%"
  yosys-top-cells-count: "37 x a221oi_1, 28 x a21oi_1, 17 x mux2_2"
  synth_stat.cells: 211
  most_common_cell: "a221oi_1"
  ys_seq_frac: 0
  yosysTopAreaCell: "a221oi_1"
routing:
  drtIter0Drc: 73
  antennaDiodeCount: 0
  wire_per_inst_um: 18.7
  drc: 0
  wl_met3_um: 820
  top_layer: "met4"
  ant_nets: 0
  num_vias: 2381
  wirelength_met1_um: 3880
  routed_wl_um: 9140
  firstDrtPassIters: 4
  via_per_inst: 4.87
  wl_met2_um: 4370
sta:
  fin_tns_setup_ns: 0
  finalCritPeriodShare: 0.963
  setup_viol_count_final: 0
  worstMarginPinSlew_ns: 0.309
  fin_crit_ns: 2.79
  worst_slack_ns: 0.108
  clock.fmax_mhz: 358
  slew_headroom: 0.794
  hold_violations: 0
  drv_slew: 0
  rsz0062_at_grt: "yes"
global_route:
  gr-total-overflow: 0
  track_usage: 0.142
  grt_pass1_wl_um: 13400
  grt_pass1_vias: 2390
  antenna_found_initial: 0
  grt_max_degree: 27
setup_path:
  startpoint_type: "input port"
  critPathKind: "in -> out"
  critical_path.endpoint_type: "primary output"
  arrival_ns: 2.21
  worstPathMaxFanout: 13
  cp.required_ns: 2.32
power_and_ir_drop:
  p_int_mw: 0.352
  p_leak_nw: 1.41
  swShare: 0.315
  share_seq_of_total_power: 0
  p_comb_frac: 1.000
  p_per_area_nw_per_um2: 144
  power.switching_mw: 0.162
  clkPwrFrac: 0
  peakVddDrop_uv: 57.6
placed_design:
  dpl.hpwl_um: 7810
  gp_congestion: 0.842
  placedCellCount: 487
  place_ws_ns: -0.189
  port_buffers: 181
die:
  fp-utilization: 0.196
  die_area_um2: 11900
  io_pins: 181
  die_h_um: 109
  rows: 32
  die_width_um: 109
  fp.coreArea_um2: 7730
cells_and_area:
  nClkBuffers: 0
  syn_to_final_growth_pct: 136
  final_cells: 489
  utilization: 0.462
  drive_gt1_frac: 0.137
  regArea_um2: 0
  fillCellCount: 784
  seq_cell_count: 0
run:
  tool_warnings: 33
  maxCapViolCount: 0
worst_hold_path:
  hp-class: "in -> out"
clock_tree:
  cts_setup_buffers: 0
  hold_buffers: 0
status:
  status: "finished clean"
-- stage by stage --
stage | hold slack (ns) | total power, mW | area (um^2)
after detailed placement | 2.15 | 0.503 | 3480
after CTS | 2.16 | 0.512 | 3520
after global routing | 2.14 | 0.559 | 3570
after floorplan | 1.22 | 0.179 | 1510
final | 2.08 | 0.514 | 3570
after global placement | 2.16 | 0.502 | 3480
-- worst max-delay path: stages --
cell and delay (ns):
buf_2 0.17, clkbuf_16 0.20, mux2_2 0.35, a221oi_1 0.28, a21o_1 0.15, a21oi_1 0.06
clkdlybuf4s50_1 0.41
-- worst paths after layout --
kind,from,to,slack (ns),depth (start not counted)
min,r_out[2],buswires[13],2.08,5
max,r_out[1],buswires[8],0.11,7
-- cells by family (layout without fill, tap and decap cells) --
kind of cell    Yosys count  after routing  share of synthesized area
compound gates          103            103                      0.493
buf+inv                  41            217                      0.134
mux                      34             34                      0.253
simple gates             33             33                      0.120
-- area by class of cell --
class                      instances  area [um^2]  area share
multi-input combinational        170         1340       0.376
tap                              102          128      0.0358
timing repair buffer             204         2050       0.575
inverter                          13         48.8      0.0137
-- what timing repair did --
item,4_1_cts,5_1_grt
cloned,1,1
setup endpoints to repair,16,13
gates resized,3,8
-- power groups by stage --
stage | Sequential [mW] | Combinational [mW] | Clock, mW
after CTS | 0 | 0.512 | 0
after global routing | 0 | 0.559 | 0
final | 0 | 0.514 | 0
-- routing by layer --
metal	track usage	vias to the layer above
met5	0	-
met4	0.0104	0
met3	0.0370	4
met2	0.235	99
met1	0.189	1078
li1	-	1200
-- layout by cell type, fill, tap and decap left out, drive strengths merged, types with 2 or more instances in the layout --
cell type      synthesis  final
mux2i                  9      9
nor3b                  5      5
a211oi                 4      4
nor2                  15     15
mux2                  24     24
a221oi                37     37
nand2                  5      5
a21o                  13     13
o21ai                  2      2
a22oi                 14     14
nand2b                 2      2
o22ai                  2      2
nor2b                  2      2
a21oi                 28     28
inv                   13     13
clkdlybuf4s50          0    177
o221ai                 2      2
buf                   21     23
clkbuf                 7      2
No activity file was given, so power comes from the tool's default toggle rates.
